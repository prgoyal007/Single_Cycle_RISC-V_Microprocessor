[./run.sh]
#!/bin/bash
# OpenROAD 26Q1-2900-gdf79404cd8, Yosys 0.63+post, stock flow scripts
make -C /OpenROAD-flow-scripts/flow DESIGN_CONFIG=/design/flow/config.mk WORK_HOME=/design/flow/orfs finish
[./config.mk]
export PLATFORM = sky130hd
export DESIGN_NAME = processor
export DESIGN_NICKNAME = processor
export VERILOG_FILES = /design/flow/design.v
export SDC_FILE = /design/flow/constraint.sdc
export NUM_CORES = 4
export LEC_CHECK = 1
export CORE_UTILIZATION = 50
export SYNTH_HDL_FRONTEND = slang
[./constraint.sdc]
current_design processor

set clk_period 88.3
set clk_io_pct 0.2

create_clock -name clk0 -period $clk_period [get_ports {clk}]

set non_clock_inputs [all_inputs -no_clocks]
set_input_delay [expr $clk_period * $clk_io_pct] -clock clk0 $non_clock_inputs
set_output_delay [expr $clk_period * $clk_io_pct] -clock clk0 [all_outputs]
[./design.v]
`timescale 1ns / 1ps
module ALUController (
    input [1:0] ALUOp,
    input [6:0] Funct7,
    input [2:0] Funct3,
    output reg [3:0] Operation
);
    always @(*) begin
        case (ALUOp)
            2'b00: begin                                                                 
                case (Funct3)
                    3'b000: Operation = 4'b0010;                                         
                    3'b010: Operation = 4'b0010;                                         
                    3'b100: Operation = 4'b1100;                                         
                    3'b110: Operation = 4'b0001;                                         
                    3'b111: Operation = 4'b0000;                                         
                    default: Operation = 4'b0000;
                endcase
            end
            2'b01: Operation = 4'b0010;                                                  
            2'b10: begin                                                                 
                case (Funct3)
                    3'b000: Operation = (Funct7 == 7'b0100000) ? 4'b0110 : 4'b0010;      
                    3'b010: Operation = 4'b0111;                                         
                    3'b100: Operation = 4'b1100;                                         
                    3'b110: Operation = 4'b0001;                                         
                    3'b111: Operation = 4'b0000;                                         
                    default: Operation = 4'b0000;
                endcase
            end
            default: Operation = 4'b0000;
        endcase
    end
endmodule            
`timescale 1ns / 1ps
module Controller (
    input [6:0] Opcode, 
    output reg ALUSrc, MemtoReg, RegWrite, MemRead, MemWrite,
    output reg [1:0] ALUOp
);
    always @ (*) begin      
        case (Opcode) 
            7'b0110011: begin        
                ALUSrc = 1'b0;
                MemtoReg = 1'b0;
                RegWrite = 1'b1;
                MemRead = 1'b0;
                MemWrite = 1'b0;
                ALUOp = 2'b10;
            end
            7'b0010011: begin        
                ALUSrc = 1'b1;
                MemtoReg = 1'b0;
                RegWrite = 1'b1;
                MemRead = 1'b0;
                MemWrite = 1'b0;
                ALUOp = 2'b10;
            end
            7'b0000011: begin        
                ALUSrc = 1'b1;
                MemtoReg = 1'b1;
                RegWrite = 1'b1;
                MemRead = 1'b1;
                MemWrite = 1'b0;
                ALUOp = 2'b00;
            end
            7'b0100011: begin        
                ALUSrc = 1'b1;
                MemtoReg = 1'b0;
                RegWrite = 1'b0;
                MemRead = 1'b0;
                MemWrite = 1'b1;
                ALUOp = 2'b01;
            end
            default: begin           
                ALUSrc = 1'b0;
                MemtoReg = 1'b0;
                RegWrite = 1'b0;
                MemRead = 1'b0;
                MemWrite = 1'b0;
                ALUOp = 2'b00;
            end
        endcase    
    end
endmodule    
`timescale 1ns / 1ps
`timescale 1ns / 1ps
module DataMem(
    input MemRead, MemWrite, 
    input [8:0] addr, 
    input [31:0] write_data, 
    output reg [31:0] read_data
);
    reg [31:0] memory [127:0];
    integer i;
    initial begin
        for (i = 0; i < 128; i = i + 1) begin
            memory[i] = 32'b0;
        end     
    end
    always @ (*) begin
        if (MemRead) begin
            read_data = memory[addr[8:2]];   
        end 
        else begin
            read_data = 32'b0;
        end
        if (MemWrite) begin
            memory[addr[8:2]] = write_data;
        end  
    end
endmodule
`timescale 1ns / 1ps
module FlipFlop(input clk, reset, [7:0] d, output reg [7:0] q);
    always @ (posedge clk)
        begin
            if (reset)
                q <= 8'b0000000;
            else 
                q <= d;
        end
endmodule    
`timescale 1ns / 1ps
module ImmGen(InstCode, ImmOut);
input [31:0] InstCode;
output reg [31:0] ImmOut;
always @ (InstCode)
    begin
        case (InstCode[6:0])
            7'b0000011:
                ImmOut = {InstCode[31] ? {20{1'b1}} : 20'b0, InstCode[31:20]};
            7'b0010011:
                ImmOut = {InstCode[31] ? {20{1'b1}} : 20'b0, InstCode[31:20]};
            7'b0100011:
                ImmOut = {InstCode[31] ? {20{1'b1}} : 20'b0, InstCode[31:25], InstCode[11:7]};
            7'b0010111:
                ImmOut = {InstCode[31:12], 12'b0};
            default:
                ImmOut = {32'b0};
        endcase
    end
endmodule
`timescale 1ns / 1ps
module MUX21 (
    input  S,
    input [31:0] D1, D2,
    output [31:0] Y
);
    assign Y = S ? D2 : D1;
endmodule 
`timescale 1ns / 1ps
module RegFile(
    input clk, reset, rg_wrt_en,
    input [4:0] rg_rd_addr1, rg_rd_addr2, rg_wrt_addr,
    input [31:0] rg_wrt_data,
    output wire [31:0] rg_rd_data1, rg_rd_data2 
    );
    reg [31:0] register_file [31:0];
    integer i;
    always @ (posedge reset or posedge clk) begin
        if (reset) begin
            for (i = 0; i < 32; i = i + 1) begin
                register_file[i] <= 32'h00000000;
            end
        end
        else if (rg_wrt_en) begin
            register_file[rg_wrt_addr] <= rg_wrt_data;
        end
    end
    assign rg_rd_data1 = register_file[rg_rd_addr1];
    assign rg_rd_data2 = register_file[rg_rd_addr2];
endmodule  
`timescale 1ns / 1ps
module alu_32(
    input wire [31:0] A_in, B_in,
    input wire [3:0] ALU_Sel,
    output reg [31:0] ALU_Out,
    output reg Carry_Out, Overflow,
    output wire Zero 
);
    reg [32:0] Temp;
    assign Zero = (ALU_Out == 32'h00000000);
    always @ (*)
    begin        
        ALU_Out = 32'b0;
        Carry_Out = 1'b0;
        Overflow = 1'b0;
        case(ALU_Sel)
            4'b0000:     
                begin
                    ALU_Out = A_in & B_in;
                end            
            4'b0001:     
                begin
                    ALU_Out = A_in | B_in;
                end
            4'b0010:     
                begin
                    ALU_Out = $signed(A_in) + $signed(B_in);
                    Temp = A_in + B_in;
                    Carry_Out = Temp[32];
                    Overflow = (~A_in[31] & ~B_in[31] & ALU_Out[31]) | (A_in[31] & B_in[31] & ~ALU_Out[31]);
                end
            4'b0110:     
                begin
                    ALU_Out = $signed(A_in) - $signed(B_in);
                    Overflow = (~A_in[31] & B_in[31] & ALU_Out[31]) | (A_in[31] & ~B_in[31] & ~ALU_Out[31]);
                end
            4'b0111:     
                begin
                    ALU_Out = ($signed(A_in) < $signed(B_in)) ? 32'h00000001 : 32'h00000000;
                end
            4'b1100:     
                begin
                    ALU_Out = ~(A_in | B_in);
                end
            4'b1111:     
                begin
                    ALU_Out = (A_in == B_in) ? 32'h00000001 : 32'h00000000;
                end
            default:     
                begin
                    ALU_Out = $signed(A_in) + $signed(B_in);
                    Temp = A_in + B_in;
                    Carry_Out = Temp[32];
                    Overflow = (~A_in[31] & ~B_in[31] & ALU_Out[31]) | (A_in[31] & B_in[31] & ~ALU_Out[31]);
                end
        endcase
    end
endmodule    
module data_path #(
    parameter PC_W = 8,        
    parameter INS_W = 32,      
    parameter RF_ADDRESS = 5,  
    parameter DATA_W = 32,     
    parameter DM_ADDRESS = 9,  
    parameter ALU_CC_W = 4     
)(
    input                  clk ,         
    input                  reset,        
    input                  reg_write,    
    input                  mem2reg,      
    input                  alu_src,      
    input                  mem_write,    
    input                  mem_read,     
    input  [ALU_CC_W-1:0]  alu_cc,       
    output          [6:0]  opcode,       
    output          [6:0]  funct7,       
    output          [2:0]  funct3,       
    output   [DATA_W-1:0]  alu_result    
);
    wire carry_out, overflow, zero;
    wire [RF_ADDRESS-1:0] rd_rg_wrt_wire, rd_rg_addr_wire1, rd_rg_addr_wire2;        
    wire [PC_W-1:0] pc, pc_plus4;                                                    
    wire [INS_W-1:0] instruction;                                                    
    wire [DATA_W-1:0] reg1, reg2, ext_imm, src_b;                                    
    wire [DATA_W-1:0] datamem_read, writeback_data;                                  
    assign opcode = instruction[6:0];
    assign funct3 = instruction[14:12];
    assign funct7 = instruction[31:25];
    assign rd_rg_wrt_wire = instruction[11:7];
    assign rd_rg_addr_wire1 = instruction[19:15];
    assign rd_rg_addr_wire2 = instruction[24:20];
    assign pc_plus4 = pc + 4;         
    FlipFlop PC_Reg (
        .clk(clk),           
        .reset(reset),       
        .d(pc_plus4),         
        .q(pc)               
    );    
    InstMem instr_mem (
        .addr(pc),                   
        .instruction(instruction)    
    );
    RegFile reg_file (
        .clk(clk),                               
        .reset(reset),                           
        .rg_wrt_en(reg_write),                   
        .rg_rd_addr1(rd_rg_addr_wire1),          
        .rg_rd_addr2(rd_rg_addr_wire2),          
        .rg_wrt_addr(rd_rg_wrt_wire),            
        .rg_wrt_data(writeback_data),            
        .rg_rd_data1(reg1),                      
        .rg_rd_data2(reg2)                       
    );
    ImmGen imm_gen (
        .InstCode(instruction),          
        .ImmOut(ext_imm)                  
    );
    MUX21 alu_src_mux (
        .S(alu_src),                 
        .D1(reg2),                   
        .D2(ext_imm),                 
        .Y(src_b)                     
    );
    alu_32 alu (
        .A_in(reg1),                 
        .B_in(src_b),                 
        .ALU_Sel(alu_cc),            
        .ALU_Out(alu_result),        
        .Carry_Out(carry_out),       
        .Overflow(overflow),         
        .Zero(zero)                  
    );
    DataMem data_mem (
        .MemRead(mem_read),                  
        .MemWrite(mem_write),                
        .addr(alu_result[DM_ADDRESS-1:0]),              
        .write_data(reg2),                   
        .read_data(datamem_read)             
    );
    MUX21 mem2reg_mux (
        .S(mem2reg),                         
        .D1(alu_result),                     
        .D2(datamem_read),                   
        .Y(writeback_data)                   
    );
endmodule
`timescale 1ns / 1ps
module InstMem(input [7:0] addr, output wire [31:0] instruction);
    wire [31:0] memory [63:0];
    assign memory[0] = 32'h00007033;     
    assign memory[1] = 32'h00100093;     
    assign memory[2] = 32'h00200113;     
    assign memory[3] = 32'h00308193;     
    assign memory[4] = 32'h00408213;     
    assign memory[5] = 32'h00510293;     
    assign memory[6] = 32'h00610313;     
    assign memory[7] = 32'h00718393;     
    assign memory[8] = 32'h00208433;     
    assign memory[9] = 32'h404404b3;     
    assign memory[10] = 32'h00317533;     
    assign memory[11] = 32'h0041e5b3;     
    assign memory[12] = 32'h0041a633;     
    assign memory[13] = 32'h007346b3;     
    assign memory[14] = 32'h4d34f713;     
    assign memory[15] = 32'h8d35e793;     
    assign memory[16] = 32'h4d26a813;     
    assign memory[17] = 32'h4d244893;     
    assign memory[18] = 32'h02b02823;  
    assign memory[19] = 32'h03002603;  
    assign instruction = memory[addr[7:2]];
endmodule    
`timescale 1ns / 1ps
module processor (
    input clk, reset,
    output [31:0] Result
);
    wire alu_src, mem2reg, reg_write, mem_read, mem_write;       
    wire [6:0] funct7, opcode;                                   
    wire [2:0] funct3;                                           
    wire [3:0] operation;                                        
    wire [1:0] alu_op;                                           
    wire [31:0] datapath_result;                                 
    assign Result = datapath_result;
    Controller controller (
        .Opcode(opcode),                     
        .ALUSrc(alu_src),                    
        .MemtoReg(mem2reg),                  
        .RegWrite(reg_write),                
        .MemRead(mem_read),                  
        .MemWrite(mem_write),                
        .ALUOp(alu_op)                       
    );
    ALUController alu_controller (
        .ALUOp(alu_op),              
        .Funct7(funct7),             
        .Funct3(funct3),             
        .Operation(operation)        
    );
    data_path datapath (
        .clk(clk),                           
        .reset(reset),                       
        .reg_write(reg_write),               
        .mem2reg(mem2reg),                   
        .alu_src(alu_src),                   
        .mem_write(mem_write),               
        .mem_read(mem_read),                 
        .alu_cc(operation),                  
        .opcode(opcode),                     
        .funct7(funct7),                     
        .funct3(funct3),                     
        .alu_result(datapath_result)         
    );
endmodule    
==> impl_results.rst <==
Physical design figures
=======================

.. list-table::
   :header-rows: 1

   * - Metric
     - Value
   * - Fraction of final layout cells with drive strength greater than 1
     - a little over 10%
   * - Yosys cell types
     - approximately 110
   * - Detailed placer's ending HPWL
     - approximately 350 mm
   * - Non-filler cells in the finished layout
     - between 15000 and 20000
   * - Number of fill cells
     - between 20000 and 25000
   * - Setup violation total in the final timing report
     - 0
   * - Syn Inst Count
     - about 14000
   * - Share of async-settable or async-resettable flops after synthesis
     - 16.9%
   * - Leading register cell type out of synthesis
     - dlxtp_1
   * - Post-CTS setup repair buffer count
     - 0
   * - Initial detailed-routing violation count
     - about 11000
   * - Core region area
     - roughly 270000 sq um
   * - Critical Path End Type
     - output port
   * - Vertical die dimension
     - ~520 microns
   * - Post-Synth AOI/OAI Area
     - about a fifth
   * - Setup repair after global routing missed its margin
     - false
   * - Worst setup path startpoint
     - datapath.PC_Reg.q[2]
   * - Critical path's largest stage delay
     - slightly above 800 ps
   * - Total global routing overflow
     - 0
   * - Hold buffers post-CTS
     - 0
   * - Dominant cell type by area after synthesis
     - dlxtp_1
   * - Synthesis warning total
     - 1408
   * - FF-to-FF setup slack
     - between 70000 and 80000 ps
   * - Synthesis area per yosys
     - roughly 140000 sq um
   * - Tool warnings
     - ~120
   * - Worst Min Path Start
     - datapath.reg_file.register_file[612]
   * - Most frequent cells after synthesis
     - 4096 x dlxtp_1, 1770 x nand2_1, 1135 x a22oi_1
   * - Worst clock skew on the final layout
     - approximately 57 ps
   * - Data required time at the worst endpoint
     - about 71000 ps
   * - Most area-consuming cells after synthesis
     - dlxtp_1 45%, dfrtp_1 15%, a22oi_1 6.2%, nand2_1 4.9%, o21ai_0 2.7%
   * - Slew @ Worst Pin
     - approximately 1600 ps
   * - Num rows
     - between 150 and 200
   * - Final Max Tran Viols
     - 4
   * - CP startpoint kind
     - register
   * - Non-Filler Cell Area, Final
     - 145000 sq um
   * - Remaining routing DRC violations
     - 0
   * - Total count of hold-check failures in the final report
     - 0
   * - Sum of negative setup slack
     - 0 ps
   * - Starting density of the core
     - 50.4%
   * - Maximum fanout along the worst path
     - ~69
   * - Xor/xnor cell area share of the yosys netlist
     - less than 1%
   * - Aggregate routed wire length
     - approximately 580 mm
   * - Upper clock frequency limit
     - approximately 35 MHz
   * - Area after detailed placement
     - around 140000 sq um
   * - RR Startpoint
     - datapath.PC_Reg.q[2]
   * - Overall fraction of global-route tracks in use
     - 43.5%
   * - Routed wire length per instance
     - about 34 microns
   * - Count of state elements after synthesis
     - 4934
   * - Number of unconstrained endpoints
     - 4096
   * - Layout overhead on the synthesized area
     - 6.16%
   * - Mean post-synth cell area
     - ~9.9 sq um
   * - Chip area
     - around 280000 sq um
   * - PortBufs
     - 33
   * - PwrDens
     - between 20 and 25 nW/um^2
   * - Remaining antenna violation count
     - 0
   * - Reported max-cap violation count
     - 2
   * - Mux share of post-synthesis cell area
     - 5.10%
   * - Die extent in x
     - approximately 520 microns
   * - Global-route wire length before repair
     - 810 mm
   * - Clock tree from TritonCTS
     - yes
   * - Final Wtd Congestion
     - between 1 and 1.5
   * - Share of the cycle needed by the critical path after routing
     - 32.4%
   * - Standard cell with the maximum stage delay on the critical path
     - dfxtp_1
   * - Post-layout min period
     - ~29000 ps
   * - Num CTS Buffers
     - 79
   * - Root Driver
     - clkbuf_16
   * - Most popular library cell in the synthesized design by count
     - dlxtp_1
   * - Footprint of the multi-input gates
     - slightly below 50000 sq um
   * - Share of synthesized cell area in and, or, nand and nor gates
     - between 10% and 20%
   * - Largest combinational cell category by area
     - AND-OR/OR-AND gates
   * - Register pins left without a clock
     - approximately 4000
   * - Largest net degree at the start of global routing
     - around 140
   * - Post-cts resize count
     - 0
   * - Post-synthesis instance area
     - 137000 sq um
   * - Outcome
     - finished with violations
   * - Top-level port count
     - 34
   * - DR pass1 iterations
     - 8
   * - Critical path type
     - register to output port
   * - Adder-cell area share of the yosys netlist
     - about 1.0%
   * - Share of the synthesized area in the top cell type
     - between 40% and 50%
   * - Violations in the final reports
     - max-capacitance violations, max-slew violations
   * - Antenna violations before repair
     - 31
   * - # Cells Yosys
     - between 10000 and 15000
   * - Number of vias per cell after detailed routing
     - between 6 and 7
   * - Placed cells
     - roughly 17000
   * - Number of vias in the routed layout
     - roughly 110k
   * - Clock edge transition at the registers on the reported setup and hold paths
     - approximately 60 ps
   * - EDFF count, synth
     - 0
   * - CTS max path bufs
     - 3
   * - Worst slew margin
     - -9.55%
   * - Clk Latency, worst-skew pair
     - 710 ps
   * - Path type of the worst min-delay path
     - register to register
   * - Worst endpoint data arrival time
     - ~11000 ps
   * - Cell leakage power
     - between 60 and 70 nW
   * - Maximum level of the CTS H-tree
     - 3
   * - Peak ir drop on the vdd network
     - 0.0216 mV
   * - Sequential cell area
     - ~82000 sq um
   * - Total power
     - around 3.2 mW
   * - Vias in the first global route
     - between 100k and 150k
==> report_power, final <==
part           switching (mW)  total, mW  internal (mW)
clock network           0.162      0.365          0.203
logic                    1.65       2.19          0.539
registers              0.0450      0.694          0.649
==> cell usage in the layout, fill, tap and decap left out, types with 199 or more instances in the layout <==
master,netlist,routed
dlxtp_1,4096,4096
nand2_1,1770,1746
a22oi_1,1135,1135
dfrtp_1,832,832
o21ai_0,748,715
buf_4,61,625
nand3_1,465,462
a21oi_1,427,415
nor2_1,459,356
a221oi_1,205,204
mux2i_1,200,199
==> metrics by stage <==
stage | hold slack, ps | setup slack, ps | util, %
2_1_floorplan | 429 | 47270 | -
3_3_place_gp | 364 | 60520 | 52.4
3_5_place_dp | 365 | 60580 | 52.4
4_1_cts | 379 | 59860 | 53.5
5_1_grt | 384 | 59100 | 53.5
6_report | 375 | 59660 | 53.5
==> cell families (layout without fill, tap and decap cells) <==
kind of cell / after synthesis / after routing
other: 0 / 24
buffers and inverters: 1393 / 952
DFF: 838 / 838
and+or+nand+nor: 3146 / 3146
adders and majority gates: 114 / 114
latches: 4096 / 4096
xor gates and xnor gates: 47 / 47
AOI/OAI and AO/OA: 3649 / 3649
muxes: 490 / 490
==> cell type report <==
class	instances	share of cell area, %
flip-flops and latches	4934	56.8
inverters	137	0.379
diodes	24	0.0414
clock buffers	107	1.52
well taps	3570	3.08
clock inverters	33	0.357
multi-input cells	7446	34.1
repair buffers	675	3.69
==> per-layer routing <==
layer,global-route usage (%),part of all wire [%],vias to the layer above
met5,0.519,0.047,-
met4,31.1,9.3,18
met3,20.7,14,1922
met2,60.3,42,7157
met1,54.3,35,53900
li1,-,-,47900
==> final timing paths <==
path                                                   endpoint  cells after the start
setup / recovery                                     Result[30]                     27
hold / removal             datapath.reg_file.register_file[612]                      0
setup reg to reg           datapath.reg_file.register_file[404]                     35
hold reg to reg            datapath.reg_file.register_file[612]                      0
max in group asynchronous  datapath.reg_file.register_file[708]                      7
min in group asynchronous  datapath.reg_file.register_file[415]                      2
==> worst max-delay path, delay by kind of cell (launching register included) <==
kind	cells	cell delay [ps]
DFF	1	810
and+or+nand+nor	8	1380
AOI/OAI and AO/OA	11	3630
buffers and inverters	6	3170
adders and majority gates	2	1090
==> sequential cells by signal, indices dropped and copies added, names as in the netlist <==
name	flops
datapath.reg_file.register_file	832
datapath.PC_Reg.q	6
datapath.data_mem.memory	4096
Power figures rest on the tool's default switching activity, not on a simulated workload.
